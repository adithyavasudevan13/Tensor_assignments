**flow/design.v**
```verilog
module Booths(
	input [7:0] A,
	input [7:0] B,
	input clk,
	input start,
	input reset,
	output reg done,
	output reg [15:0] M
);
	reg signed [16:0] shiftreg;
	reg signed [16:0] shiftreg_next;
	reg signed [16:0] temp;
	reg [7:0] multiplicand;
	reg [7:0] multiplicand_next;
	reg [7:0] negmultiplicand;
	reg [7:0] negmultiplicand_next;
	parameter s0 = 2'b00, s1 = 2'b01, s2 = 2'b10;
	reg [1:0] state;
	reg [1:0] state_next;
	reg [3:0] count;
	reg [3:0] count_next;
	reg [15:0] preM;
	reg [15:0] preM_next;
	always @(posedge clk or posedge reset) begin
		if (reset) begin
			shiftreg <= 17'd0;
			multiplicand <= 8'd0;
			negmultiplicand <= 8'd0;
			state <= s0;
			count <= 4'd0;
			M <= 16'd0;
			preM <= 16'd0;
			done <= 1'b0;
		end else begin
			shiftreg <= shiftreg_next;
			multiplicand <= multiplicand_next;
			negmultiplicand <= negmultiplicand_next;
			state <= state_next;
			count <= count_next;
			M <= preM_next;
			preM <= preM_next;
			done <= (state_next == s2);
		end
	end
	always @(*) begin
		shiftreg_next = shiftreg;
		multiplicand_next = multiplicand;
		negmultiplicand_next = negmultiplicand;
		state_next = state;
		count_next = count;
		preM_next = M;
		temp = shiftreg;
		case (state)
			s0: begin
				shiftreg_next[8:1] = B;
				shiftreg_next[16:9] = 8'd0;
				shiftreg_next[0] = 1'b0;
				multiplicand_next = A;
				negmultiplicand_next = (~A) + 8'd1;
				count_next = 4'd0;
				if (start)
					state_next = s1;
			end
			s1: begin
				if (count == 4'd8) begin
					preM_next = shiftreg[16:1];
					state_next = s2;
				end else begin
					case (shiftreg[1:0])
						2'b01: temp[16:9] = shiftreg[16:9] + multiplicand;
						2'b10: temp[16:9] = shiftreg[16:9] + negmultiplicand;
						default: temp = shiftreg;
					endcase
					shiftreg_next = temp >>> 1;
					count_next = count + 4'd1;
				end
			end
			s2: begin
				if (!start)
					state_next = s0;
			end
		endcase
	end
endmodule
```
**flow/run.sh**
```bash
#!/bin/bash
# OpenROAD 26Q1-2900-gdf79404cd8, Yosys 0.63+post, stock flow scripts
make -C /OpenROAD-flow-scripts/flow DESIGN_CONFIG=/design/flow/config.mk WORK_HOME=/design/flow/orfs finish
```
**flow/config.mk**
```make
export PLATFORM = sky130hd
export DESIGN_NAME = Booths
export DESIGN_NICKNAME = Booths
export VERILOG_FILES = /design/flow/design.v
export SDC_FILE = /design/flow/constraint.sdc
export NUM_CORES = 4
export LEC_CHECK = 1
export CORE_UTILIZATION = 50
```
**flow/constraint.sdc**
```tcl
current_design Booths

set clk_period 7.6
set clk_io_pct 0.2

create_clock -name clk0 -period $clk_period [get_ports {clk}]

set non_clock_inputs [all_inputs -no_clocks]
set_input_delay [expr $clk_period * $clk_io_pct] -clock clk0 $non_clock_inputs
set_output_delay [expr $clk_period * $clk_io_pct] -clock clk0 [all_outputs]
```
==> metrics.cfg <==
[synthesis]
edf_count=0
async_flop_share=1.00
area_leaders=dfrtp_1 49%, mux2_2 12%, ha_1 5.0%
synth-xor-area-share=0.0321
syn_inst=234
yosys.cell_types.count=43
logic_family=multiplexers
yosys.area.top_type_share=0.486
largest_area_cell=dfrtp_1
ys_chip_area_mm2=0.00273
ys_top_cells_by_count=53 x dfrtp_1, 30 x mux2_2, 25 x nand2_1
ys_ff=54
simple_gate_area_frac=0.0958
synth_top_cell_by_count=dfrtp_1
synthAdderAreaFrac=0.0577
yosysWarnings=1
syn_avg_cell_area_um2=11.7
flop_cell=dfrtp_1
ys_cells=234
ys_seq_frac=0.495
mux_area_frac=0.177
syn-cell-area_mm2=0.00273
aoi_share=0.0967

[finish]
fillers=427
postLayoutCoreUtil=0.619
area_growth_pct=17.3
drive_gt1_frac=0.187

[global_route]
grt.overflow.total=0
grt_antenna_before_repair=0
grt_max_degree=55
grt_pass1_wl_um=7870
grt_pass1_vias=1610
grtUsageTotal=0.187

[setup_path]
required_ps=7790
timing.critical_path.to=negmultiplicand[6]
reg2reg_from=shiftreg[0]
cp-end-kind=flip-flop
cp.arrival_ps=2910
cp-start-kind=input pin
r2r_slack_ps=5080
critPathKind=input pin to flip-flop
startpoint=A[0]
rr_endpoint=shiftreg[14]
rr_worst_depth=9
path_max_fanout=3

[power]
p_int_mw=0.831
p_comb_frac=0.455
leakage_nw=1.43
design_power_total_mw=1.29
swShare=0.358
irDropWorstVdd_mv=0.191
pwr-share-clk=0.145
switchingPower_mw=0.463
power_density_mw_per_mm2=404
seqPwrFrac=0.399

[worst_hold_path]
hold_class=flip-flop to flip-flop
worstHoldPathCells=2

[clocking]
postCtsSetupBuffers=0
clockRootBuffer=clkbuf_8
ctsHoldBuffers=0
clkSinkCount=54
clock_path_buffers=2
post_cts_resized=0
htreeDepth=2
clk_latency_ps=300
cts_buffers=5
clkTransAtPathRegs_ps=90
cts_tree=built

[timing]
maxSlewViolCount=0
max_freq_mhz=367
fin_crit_sh=0.358
finalSetupTns_ps=0
fin_crit_ps=2720
skew_ps=5.80
relSlewSlack=0.524
tightest_slew_ps=714
rsz0062_at_grt=false
hold_viol=0
setup_viol=0
whs_ps=495

[route]
n_antenna_cell=0
wire_per_inst_um=14.2
firstDrtPassIters=4
drtIter0Drc=111
avgViaCountPerCell=5.32
drc=0
ant_nets=0
via_count=1792
wl_um=4770

[place]
port_buffers=35
dpl.hpwl_um=3260
gp_congestion=0.801

[flow_run]
warnings=27
cap_violations=0

[outcome]
status=complete, no violations

[die]
rows=26
coreArea_mm2=0.00517
die_w_um=75.9
fp_util=0.528
die_area_mm2=0.00576
num_io_pins=36
die_height_um=75.9

-- kinds of logic (layout without fill, tap and decap cells) --
logic type	Yosys count	after routing
DFF	54	54
and+or+nand+nor	48	48
AOI/OAI and AO/OA	44	44
muxes	44	44
buffers and inverters	22	55
adders and majority gates	12	12
xor gates and xnor gates	10	10
-- per-layer routing --
layer,up-vias,global-route usage,part of all wire
li1,890,-,-
met1,866,0.318,0.52
met2,34,0.273,0.45
met3,2,0.0308,0.033
met4,0,0.0165,0.0034
met5,-,0,0
-- power by group through the flow --
| stage | sequential, mW | combinational, mW | clock [mW] |
|---|---|---|---|
| after CTS | 0.518 | 0.595 | 0.194 |
| after global routing | 0.540 | 0.660 | 0.209 |
| final | 0.517 | 0.589 | 0.188 |
-- sequential cells by signal, summed over array words and instances (netlist names) --
name / cells
multiplicand: 8
negmultiplicand: 7
done: 1
state: 3
count: 4
M: 15
shiftreg: 16
-- metrics by stage --
stage	cell area, um^2	std cells	setup WS [ps]
2_1_floorplan	2730	234	4770
3_3_place_gp	3100	329	4580
3_5_place_dp	3100	329	4560
4_1_cts	3200	337	4880
5_1_grt	3200	337	4830
6_report	3200	337	4880
-- placed cells by master, fill, tap and decap left out, types with 3 or more instances in the layout --
master           Yosys  layout
mux2i_1             10      10
mux2_2              30      30
ha_1                11      11
dfrtp_1             53      53
a32oi_1              3       3
clkdlybuf4s50_1      0      35
nand2_1             25      25
xnor2_1              7       7
a21oi_1              8       8
clkbuf_8             1       5
inv_1               10       9
nor2_1               5       5
xor2_1               3       3
mux2_1               4       4
o21ai_0             20      20
-- worst max-delay path, cell delays in order --
cell and delay (ps):
clkdlybuf4s50_1 510, inv_1 60, ha_1 220, and4bb_2 240, xnor2_1 120, mux2_2 260
-- worst min path at each step --
stage	startpoint	endpoint	slack (ps)
after CTS	M[9]	M[9]	500
after global routing	negmultiplicand[4]	negmultiplicand[4]	530
final	M[9]	M[9]	490
-- final cells by class --
| type | instances | area, um^2 | share of cell area |
|---|---|---|---|
| clock buffer | 7 | 76.3 | 0.0238 |
| sequential | 54 | 1350 | 0.422 |
| timing repair buffer | 37 | 365 | 0.114 |
| multi-input combinational | 158 | 1250 | 0.391 |
| tap | 70 | 87.6 | 0.0273 |
| inverter | 10 | 37.5 | 0.0117 |
| clock inverter | 1 | 30.0 | 0.00938 |
Power and IR drop assume default switching activity.
