## /design/flow/design.v

```verilog
module sequencedetector(input x, clk, reset, output reg y);
    parameter s0=3'b000, s1=3'b001, s2=3'b010, s3=3'b011, s4=3'b100, s5=3'b101;
    reg [2:0] state, nextstate;
    always @(posedge clk) begin
        if(reset) begin
            state<=s0;
            y<=0;
        end
        else begin
            state<=nextstate;
            if(nextstate==s5) y<=1;
            else y<=0;
        end
    end
    always @(*)begin
        case(state)
            s0: begin
                if(x) nextstate<=s1;
                else nextstate<=s0;
            end
            s1: begin
                if(x) nextstate<=s1;
                else nextstate<=s2;
            end
            s2: begin
                if(x) nextstate<=s3;
                else nextstate<=s0;
            end
            s3: begin
                if(x) nextstate<=s1;
                else nextstate<=s4;
            end
            s4: begin
                if(x) nextstate<=s5;
                else nextstate<=s0;
            end
            s5: begin
                if(x) nextstate<=s1;
                else nextstate<=s4;
            end
        endcase
    end
endmodule
```

## /design/flow/run.sh

```bash
#!/bin/bash
# OpenROAD 26Q1-2900-gdf79404cd8, Yosys 0.63+post, stock flow scripts
make -C /OpenROAD-flow-scripts/flow DESIGN_CONFIG=/design/flow/config.mk WORK_HOME=/design/flow/orfs finish
```

## /design/flow/config.mk

```make
export PLATFORM = sky130hd
export DESIGN_NAME = sequencedetector
export DESIGN_NICKNAME = sequencedetector
export VERILOG_FILES = /design/flow/design.v
export SDC_FILE = /design/flow/constraint.sdc
export NUM_CORES = 4
export LEC_CHECK = 1
export CORE_AREA = 10 10 70 70
export DIE_AREA = 0 0 80 80
```

## /design/flow/constraint.sdc

```tcl
current_design sequencedetector

set clk_period 1.0
set clk_io_pct 0.2

create_clock -name clk0 -period $clk_period [get_ports {clk}]

set non_clock_inputs [all_inputs -no_clocks]
set_input_delay [expr $clk_period * $clk_io_pct] -clock clk0 $non_clock_inputs
set_output_delay [expr $clk_period * $clk_io_pct] -clock clk0 [all_outputs]
```

==> notes.md <==
fresh numbers from the pnr run: number of CTS-inserted buffers 3, Slowest-stage cell, CP dfxtp_1, most common cell in the netlist dfxtp_1, post-CTS setup buffer count 0, Worst IR Drop VDD ~0.17 mV, root buffer selected by CTS clkbuf_4, Die W 80 um, logic area 86.3 sq um, Critical Path Start Type flip-flop, power per cell area 1150 nW/um^2, highest-count logic cell in the final layout dfxtp_1, CTS tree built, category of the most critical setup path reg -> out, number of antenna repair diodes 0, Hold Violations, Final 0, Core Util at FP 0.0630, critical path depth 1, Clock transition at path regs roughly 30 ps, total power 0.000378 W, final setup TNS 0 ps, status finished, final reports clean, top library cells by usage in the layout, fill and taps aside 4 x dfxtp_1, 3 x nor2b_1, 3 x clkbuf_4, 3 x dlxtn_1, 2 x clkdlybuf4s50_1, maximum buffer depth of the clock tree 2, Critical Path AT 730 ps, detailed-route via count around 150, async set-or-reset flop fraction in the synthesized netlist 0, Detail Route Antenna Nets 0, count of placed standard cells in the final layout, fillers left out 72, Chip Area, Yosys 215 sq um, Detailed Route Iter0 Violations 14, DR vias/cell a little over 2, placed insts 69, worst-case hold slack 584 ps, global route overflow 0, cycle use final 0.933, count of unclocked register or latch pins 3, routed len/inst 5.07 um, Top-Level Pins 4, count of endpoints without a timing constraint 3, Std-Cell Core Area 3420 sq um, average footprint of a synthesized cell around 11 sq um, biggest area cells dfxtp_1 37%, dlxtn_1 21%, nor2b_1 8.7%, nand4bb_1 5.2%, and3b_1 4.1%, crit path max fanout 1, first-pass GRT wire length 627 um, Tool Warnings 25, number of flops mapped to enable cells by yosys 0, Max transition margin 0.887, Yosys warnings 1, critical path endpoint category primary output, slew at the pin closest to its max-slew limit about 170 ps, instance count of the mapped netlist 20, share of layout cells above drive strength 1 0.154, number of max-slew violations in the final report 0, Max-cap violations 0, dpl hpwl 289 um, startpoint of the most critical setup path y, first drt pass iteration count 3, number of placement rows 21, Layout Utilization 0.0960, RSZ-0062 raised after global routing no, data required time at the worst endpoint 800 ps, overall global routing resource usage 0.0121, die area 6400 sq um, DRC 0, Crit path largest cell delay 280 ps, share of the synthesized area in the top cell type 0.372, DRT Wirelength 365 um, start point of the worst min-delay path reset, Worst Setup EP y, main flop type after synthesis dfxtp_1, Port Buffers 3, GP Congestion 0.668, leading post-synthesis cells by instance count 4 x dfxtp_1, 3 x dlxtn_1, 3 x nor2b_1, largest net degree at the start of global routing 6, Leak Pwr ~0.12 nW, Finish-stage setup viols 0, die height 80 um, via count of the first global-routing pass 144, FF/Latch Area around 130 sq um, Max H-tree Level 1, total buffers and inverters traversed by the critical path 1, Tmin final 933 ps, cells traversed along the worst timing path dlygate4sd2_1, Hold Buf Count CTS 0, Area Growth Syn to Fin 52.3%, mapped cell area 215 sq um, Fillers 406, class of the tightest hold or removal check in -> reg, number of distinct library cell variants in the gate-level netlist after synthesis 13, f_max 1070 MHz, cell taking the most area after synthesis dfxtp_1, cell count listed in synth_stat.txt 20, cell family with most CP delay flip-flops, antenna violations before repair 0, synthesis-stage register bit count 7
-- cells by family (layout without fill, tap and decap cells) --
family	count (synthesis)	count (layout)	synth area share
AOI/OAI and AO/OA	2	2	0.0465
DFF	4	4	0.372
buffers and inverters	1	7	0.0174
and+or+nand+nor	9	9	0.314
latches	3	3	0.209
xor gates and xnor gates	1	1	0.0407
-- where the power goes --
group           total, W  switching [W]  internal [W]
clock network   0.000194      0.0000599      0.000134
registers       0.000164     0.00000166      0.000163
logic          0.0000200     0.00000629     0.0000137
total           0.000378      0.0000678      0.000310
-- routing by layer --
layer | vias up | track usage | wire length, um
li1 | 79 | - | -
met1 | 64 | 0.0161 | 189
met2 | 4 | 0.0144 | 121
met3 | 0 | 0.00909 | 55
met4 | 0 | 0.00352 | 0
met5 | - | 0 | 0
-- sequential cells by signal, indices dropped and copies added, names as in the netlist --
name,flops
nextstate,3
y,1
state,3
-- worst min path at each step --
stage | to | slack (ps) | cells after the start
after CTS | state[2] | 570 | 2
after global routing | state[2] | 610 | 2
final | state[2] | 580 | 2
-- metrics by stage --
stage | worst slack [ps] | cell area (sq um)
4_1_cts | 49.9 | 328
2_1_floorplan | 497 | 215
6_report | 66.7 | 328
5_1_grt | 44.6 | 328
3_3_place_gp | -10.1 | 307
3_5_place_dp | -36.9 | 307
-- what timing repair did --
action                                  CTS  global route
hold endpoints to repair                  0             0
endpoints found under the setup margin    1             0
resized                                   1             0
-- area by class of cell --
type / count / area share
Sequential cell: 7 / 0.382
Multi-Input combinational cell: 12 / 0.263
Tap cell: 46 / 0.176
Timing Repair Buffer: 4 / 0.111
Clock buffer: 3 / 0.0687
Power is estimated from default activity; no workload was simulated.
